===== flow/run.sh =====
#!/bin/bash
# OpenROAD 26Q1-2900-gdf79404cd8, Yosys 0.63+post, stock flow scripts
make -C /OpenROAD-flow-scripts/flow DESIGN_CONFIG=/design/flow/config.mk WORK_HOME=/design/flow/orfs finish

===== flow/config.mk =====
export PLATFORM = sky130hd
export DESIGN_NAME = ALU
export DESIGN_NICKNAME = ALU
export VERILOG_FILES = /design/flow/design.v
export SDC_FILE = /design/flow/constraint.sdc
export NUM_CORES = 4
export LEC_CHECK = 1
export CORE_UTILIZATION = 40

===== flow/constraint.sdc =====
current_design ALU

set clk_period 16.6
set clk_io_pct 0.2

create_clock -name clk0 -period $clk_period

set non_clock_inputs [all_inputs -no_clocks]
set_input_delay [expr $clk_period * $clk_io_pct] -clock clk0 $non_clock_inputs
set_output_delay [expr $clk_period * $clk_io_pct] -clock clk0 [all_outputs]

===== flow/design.v =====
`timescale 1ns/1ns
module setOnLessThan (
	input[31:0] D,
	input[31:0] E,
	output reg[31:0] S5
);
always@(*)begin
	if(D < E) begin
		S5 = 32'b1;
	end else begin
		S5 = 32'b0;
	end
end
endmodule
module ALU (
	input[31:0] operand1,
	input[31:0] operand2,
	input[2:0] sel,
	output reg[31:0] resultado,
	output reg zf
);
wire[31:0] slt;
setOnLessThan I1(.D(operand1),.E(operand2),.S5(slt));
always@(*) begin
	case (sel)
	3'b000: resultado = operand1 & operand2;  
	3'b001: resultado = operand1 | operand2;  
	3'b010: resultado = operand1 + operand2;  
	3'b110: resultado = operand1 - operand2;  
	3'b111: resultado = slt;  
	default: resultado = 32'd0;
	endcase
end
always@(*) begin
	if(resultado == 32'b0) begin
		zf = 1'b1;
	end
end
always@(*) begin
	if(resultado != 32'b0) begin
		zf = 1'b0;
	end
end
endmodule

==> reports/results.tsv <==
metric	value	unit
Crit Path Category	in -> out	
via total after detailed routing	5277	
count of sequential standard cells	0	
area of the synthesized netlist per yosys stat	4800	um2
worst slew margin relative to its limit	47.3	%
total iterations of the first detailed-routing run	53	
final design area excluding fillers	5810	um2
worst supply voltage drop on vdd	0.0200	mV
Post-CTS Hold Buffers	0	
Worst Hold Endpoint	resultado[5]	
multi-input gate area in the final layout	4230	um2
WP data arrival	7.08	ns
worst slew pin tran	0.789	ns
CP endpoint kind	output port	
Seq/Total Area, Yosys	0	%
kind of start point of the critical path	primary input	
count of standard-cell rows	39	
height of the die	112	um
final tally of max-slew violations	0	
Post-Route Setup TNS	0	ns
Max-Cap Viols	0	
minimum clock period after layout	10.40	ns
Yosys warning total	3	
share of layout cells above drive strength 1	3.25	%
Mapped Cells	709	
smallest setup slack after layout	6.20	ns
setup repair after global routing missed its margin	no	
Area Overhead vs Synth	21.1	%
required time at the worst-slack endpoint	13.28	ns
Routed wire per std cell	16.7	um
distinct cell type count of the synthesized netlist	76	
half-perimeter wire length after placement	11900	um
via-per-instance ratio	5.78	
Resized cells post-CTS	0	
wire length reported by the detailed router	15200	um
total tool warning count	102	
iteration-0 DRC count of the detailed router	299	
GRT Total Usage	24.2	%
cell leakage power	2.65	nW
number of global-route vias before repair	4905	
area of the core	11600	um2
post-CTS setup-driven buffer insertion count	0	
buffers added on ports	99	
leftover overflow at the end of global routing	0	
maximum achievable frequency	0.0962	GHz
number of diodes added for antenna fixing	0	
Power Dens Cells	33.3	nW/um2
residual DRC count	10	
number of cells in Yosys stat	709	
worst hold slack after final layout	7.71	ns
remaining number of nets flagged by the antenna check after routing	0	
worst hold path type	in -> out	
layout filler cell count	1163	
worst hold path cell count	4	
Pre-Place Util	41.5	%
global placement routability congestion	0.898	
final-report setup violation count	0	
Post-Syn Area	4800	um2
Boundary Pins	100	
combined flip-flop and latch cell area	0	um2
hold violation total from the final report	0	
failing checks	DRC	
post-placement cell area	5810	um2
Die Outline Area	12400	um2
placement-stage worst setup slack	6.21	ns
utilization after layout	50.3	%
number of clock buffers in the layout	0	
hold_sp	sel[0]	
maximum number of pins on one net before global-route repair	60	
initial antenna violation count	0	
ratio of final minimum period to clock period	62.6	%
die span in x	112	um
synthesized area per cell	6.77	um2
outcome	finished, violations left	
maximum fanout along the worst path	3	
global-route wire length before repair	24600	um
## report_power, final
| part | total [mW] | leakage, nW | switching (mW) | internal (mW) |
|---|---|---|---|---|
| logic | 0.194 | 2.65 | 0.104 | 0.0893 |
| clock network | 0 | 0 | 0 | 0 |
| registers | 0 | 0 | 0 | 0 |
## logic make-up after synthesis
group / share of synthesized area [%]
buffers and inverters: 12.0
AND-OR/OR-AND: 35.6
adder cells (fa/ha/maj): 27.4
XOR/XNOR: 4.93
other: 0.0781
multiplexers: 2.94
AND/OR/NAND/NOR: 17.0
## synthesized netlist by cell type, types with 7 or more instances
cell        n  share of area, %
ha_1      102                27
inv_1     101               7.9
a21oi_1    66               6.9
nand2_1    40               3.1
nor2_1     39               3.0
o21ai_0    39               4.1
o22ai_1    30               3.9
clkbuf_1   29               2.3
xnor2_1    23               4.2
nand3_1    15               1.6
a211oi_1   14               2.2
mux2i_1    13               2.7
o21bai_1   13               2.0
a21o_1     12               1.9
a22oi_1    11               1.7
nor4_1     10               1.3
nand2b_1    9               1.2
nor2b_1     9               1.2
nor3_1      9              0.94
o31ai_1     7               1.1
## worst max-delay path, stage by stage
cell and delay [ns]:
clkdlybuf4s50_1 0.51, inv_1 0.08, ha_1 0.22, fa_1 0.38
nor2_1 0.19, o311ai_1 0.18, a2111oi_2 0.44, o21ai_2 0.17
a2111oi_4 0.30, nor2_1 0.12, o311ai_1 0.36, xnor2_1 0.11
o22ai_1 0.18, clkdlybuf4s50_1 0.50
## routing by layer
metal | global-route usage (%) | routed length, um
met4 | 1.71 | 113
met3 | 2.33 | 938
met1 | 36.1 | 7360
met5 | 0 | 0
met2 | 39.5 | 6810
## placed cells by master (no fill, tap or decap), types with 3 or more instances in the layout
| cell type | Yosys | routed |
|---|---|---|
| a2111oi_0 | 3 | 3 |
| a211o_1 | 4 | 4 |
| a211oi_1 | 14 | 14 |
| a21o_1 | 12 | 12 |
| a21oi_1 | 66 | 66 |
| a22oi_1 | 11 | 11 |
| a31oi_1 | 3 | 3 |
| buf_4 | 1 | 6 |
| clkdlybuf4s50_1 | 0 | 97 |
| ha_1 | 102 | 102 |
| inv_1 | 101 | 101 |
| mux2i_1 | 13 | 13 |
| nand2_1 | 40 | 40 |
| nand2b_1 | 9 | 9 |
| nand3_1 | 15 | 15 |
| nand4_1 | 5 | 5 |
| nor2_1 | 39 | 39 |
| nor2b_1 | 9 | 9 |
| nor3_1 | 9 | 9 |
| nor4_1 | 10 | 10 |
| o2111ai_1 | 3 | 3 |
| o211ai_1 | 6 | 6 |
| o21a_1 | 4 | 4 |
| o21ai_0 | 39 | 39 |
| o21bai_1 | 13 | 13 |
| o221ai_1 | 4 | 4 |
| o22ai_1 | 30 | 30 |
| o2bb2ai_1 | 3 | 3 |
| o311ai_0 | 3 | 3 |
| o31a_1 | 3 | 3 |
| o31ai_1 | 7 | 7 |
| or2_2 | 4 | 4 |
| or4_1 | 5 | 5 |
| xnor2_1 | 23 | 23 |
| xor2_1 | 4 | 4 |
## stage by stage
stage,power [mW],cells
2_1_floorplan,0.123,709
3_5_place_dp,0.192,913
3_3_place_gp,0.192,913
6_report,0.194,913
4_1_cts,0.193,913
5_1_grt,0.213,913
## worst max path at each step
stage | start | to | slack, ns | cells after the start
final | operand1[0] | resultado[30] | 6.20 | 14
after global routing | operand1[1] | resultado[19] | 5.91 | 13
after CTS | operand1[0] | resultado[30] | 6.18 | 14
## final cells by class
class              count  area share [%]
multi-input cells    563            72.7
repair buffers       105            17.6
well taps            143            3.08
inverters            102            6.59
Power and IR drop assume default switching activity.
