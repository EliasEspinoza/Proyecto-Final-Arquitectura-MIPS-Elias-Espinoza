<file path="config.mk">
export PLATFORM = sky130hd
export DESIGN_NAME = pc
export DESIGN_NICKNAME = pc
export VERILOG_FILES = /design/flow/design.v
export SDC_FILE = /design/flow/constraint.sdc
export NUM_CORES = 4
export LEC_CHECK = 1
export CORE_AREA = 10 10 86 86
export DIE_AREA = 0 0 96 96
</file>
<file path="constraint.sdc">
current_design pc

set clk_period 1.0
set clk_io_pct 0.2

create_clock -name clk0 -period $clk_period [get_ports {clk}]

set non_clock_inputs [all_inputs -no_clocks]
set_input_delay [expr $clk_period * $clk_io_pct] -clock clk0 $non_clock_inputs
set_output_delay [expr $clk_period * $clk_io_pct] -clock clk0 [all_outputs]
</file>
<file path="design.v">
module pc (
    input clk,
    input [31:0] pcIn,
    output reg[31:0] pcOut
);
initial begin 
	pcOut = 32'd0;
end
always @(posedge clk) begin
	pcOut = (pcIn) ? pcIn: 32'd0;
end
endmodule
</file>
<file path="run.sh">
#!/bin/bash
# OpenROAD 26Q1-2900-gdf79404cd8, Yosys 0.63+post, stock flow scripts
make -C /OpenROAD-flow-scripts/flow DESIGN_CONFIG=/design/flow/config.mk WORK_HOME=/design/flow/orfs finish
</file>
==> flow_summary.toml <==
# generated from flow reports
[status]
status = "complete, no violations"

[floorplan]
row_count = 27
ios = 65
die-area_um2 = 9220
core_um2 = 5540
die_w_um = 96
die_height_um = 96
fp_util_pct = 13.7

[cts]
clk_path_buf_depth = 2
clkTransAtPathRegs_ns = 0.06
cts_max_level = 2
cts_sinks = 32
cts_tree = "yes"
numCtsBuffers = 5
post_cts_buffers = 0
clock_tree.root_cell = "clkbuf_8"

[timing]
period_used_pct = 95.5
worstMarginPinSlew_ns = 0.0629
finalHoldViolCount = 0
setup_viol = 0
period_needed_ns = 0.955
setup-tns-final_ns = 0
slew_violations = 0
slew_headroom_pct = 95.8
clock.fmax_mhz = 1050
grt_setup_unrepaired = "no"

[synth]
yosys.cell_types.count = 2
ys_seq_share_pct = 84.2
simple_gate_area_share_pct = 0
synth-edff-count = 0
async_flop_share_pct = 0
synth-main-ff-cell = "dfxtp_1"
ys_ff = 32
ys_cells = 64
syn_inst = 64
top_logic_kind = "buffers and inverters"
top_cells_by_count = "clkbuf_1 (32), dfxtp_1 (32)"
yosysTopAreaCell = "dfxtp_1"
ys_sh_aoi_pct = 0
top_cell_area_share_pct = 84.2
synthTopCellsByArea = "dfxtp_1 (84%), clkbuf_1 (16%)"
ys_sh_xor_pct = 0
fa_ha_area_share_pct = 0
syn_area_um2 = 761
syn_avg_cell_area_um2 = 11.9
ys_sh_mux_pct = 0
ys_area_um2 = 761
yosysWarnings = 1

[critical_path]
critical-path-max-stage-delay_ns = 0.31
path_buffers = 1
crit_path_cell_trace = "clkdlybuf4s15_1"
cp_num_cells = 1
crit_end = "pcOut[11]"
arrival_ns = 0.76
critPathCaptureType = "primary output"
crit_path_top_delay_cell = "dfxtp_1"
worstSetupStartpoint = "pcOut[11]"
crit_type = "register to primary output"
critPathLaunchType = "register"
critical_path.max_fanout = 1
path_delay_family = "flip-flops"
worstPathRequired_ns = 0.80

[layout]
stdcell_count = 175
drive_gt1_share_pct = 27.2
area.sequential_um2 = 652
multi_input_comb_cells = 0
nFillCells = 617
logic_area_um2 = 0
area_growth_pct = 86.5
largest_reg_flops = 32

[min_path]
hold_path_class = "primary input to register"

[route]
drt_wl_total_mm = 2.04
ant_nets = 0
n_antenna_cell = 0
viasPerCell = 2.78
post_drt_wl_per_cell_um = 11.7
drt_iter0_drc = 8
remaining_drc_errors = 0
vias = 487
drt_pass1_iterations = 2

[global_routing]
grt_use_total_pct = 4.26
grt_pass1_vias = 509
antenna_found_initial = 0
grt_overflow = 0
grt_max_degree = 10
grt_pass1_wl_mm = 2.92

[power]
seq_power_share_pct = 52.4
p_clk_share_pct = 40.1
power.total_mw = 2.60
p_leak_nw = 0.586
internal_power_mw = 2.13
switchingPower_uw = 468
vdd_drop_max_uv = 482
p_comb_share_pct = 7.5
swShare_pct = 18.0
power_density_nw_per_um2 = 1830

[placed_design]
io_buffer_count = 64
place_inst = 168
place.gp.congestion = 0.687

[run]
maxCapViolCount = 0
warnings = 25
[cells in the final DEF (no fill, tap or decap)]
master / count
clkbuf_8: 7
clkbuf_2: 11
dfxtp_2: 9
clkdlybuf4s50_1: 32
clkdlybuf4s15_1: 20
dfxtp_1: 23
buf_2: 1
[logic make-up (layout without fill, tap and decap cells)]
family	count (synthesis)	in the layout
DFF	32	32
buffers and inverters	32	71
[power by group through the flow]
| stage | Combinational (mW) | Clock, mW | Sequential, mW |
|---|---|---|---|
| 5_1_grt | 0.211 | 1.17 | 1.37 |
| 4_1_cts | 0.212 | 1.12 | 1.36 |
| 6_report | 0.194 | 1.04 | 1.36 |
[layout make-up]
class	count	area share, %
Tap cell	72	6.35
Clock buffer	7	6.79
Timing Repair Buffer	64	40.9
Sequential cell	32	45.9
[per-stage QoR]
step	cell area (µm²)	setup slack, ns	hold slack, ns	utilization [%]
floorplan	761	0.538	0.290	-
global placement	1370	0.0105	0.648	24.8
detailed placement	1370	0.00750	0.652	24.8
CTS	1460	0.00414	0.347	26.4
global route	1420	0.00166	0.345	25.6
finish	1420	0.0447	0.356	25.6
[how the worst min path moves through the flow]
stage	startpoint	endpoint	slack, ns	cells after the start
after CTS	pcIn[17]	pcOut[17]	0.35	1
after global routing	pcIn[10]	pcOut[10]	0.34	1
final	pcIn[8]	pcOut[8]	0.36	1
[routing by layer]
| metal | wire length (µm) | vias to the layer above | track usage (%) |
|---|---|---|---|
| met5 | 0 | - | 0 |
| met4 | 28 | 0 | 0.737 |
| met3 | 386 | 3 | 3.14 |
| met2 | 964 | 36 | 6.78 |
| met1 | 659 | 212 | 4.53 |
| li1 | - | 236 | - |
[repair_timing]
item / in CTS / in global routing
setup endpoints to repair: 32 / 15
pin swaps: 0 / 0
hold buffers: 0 / 0
gates resized: 66 / 20
gates cloned: 0 / 0
