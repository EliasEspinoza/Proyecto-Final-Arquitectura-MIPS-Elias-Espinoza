===== flow/design.v =====
`timescale 1ns/1ns
module mux2a1 (
	input switch,
	input[31:0] a,
	input[31:0] b,
	output reg[31:0] c
);
always @(*) begin
	if(switch) begin
		c = a;
	end else begin
		c = b;
	end
end
endmodule
module mux2a1_5bits (
	input switch5Bits,
	input[4:0] a,
	input[4:0] b,
	output reg[4:0] c
);
always @(*) begin
	if(switch5Bits) begin
		c = a;
	end else begin
		c = b;
	end
end
endmodule

===== flow/run.sh =====
#!/bin/bash
# OpenROAD 26Q1-2900-gdf79404cd8, Yosys 0.63+post, stock flow scripts
make -C /OpenROAD-flow-scripts/flow DESIGN_CONFIG=/design/flow/config.mk WORK_HOME=/design/flow/orfs finish

===== flow/config.mk =====
export PLATFORM = sky130hd
export DESIGN_NAME = mux2a1
export DESIGN_NICKNAME = mux2a1
export VERILOG_FILES = /design/flow/design.v
export SDC_FILE = /design/flow/constraint.sdc
export NUM_CORES = 4
export LEC_CHECK = 1
export CORE_AREA = 10 10 70 70
export DIE_AREA = 0 0 80 80

===== flow/constraint.sdc =====
current_design mux2a1

set clk_period 1.0
set clk_io_pct 0.2

create_clock -name clk0 -period $clk_period

set non_clock_inputs [all_inputs -no_clocks]
set_input_delay [expr $clk_period * $clk_io_pct] -clock clk0 $non_clock_inputs
set_output_delay [expr $clk_period * $clk_io_pct] -clock clk0 [all_outputs]

==> run notes <==
Results of the implementation run.

Nets still carrying antenna violations after routing amount to 0. The tally of non-filler cells in the final layout came out at 183. The fraction of met1 tracks used by global routing is 8.77%. The switching share of power came out at 21.3%.

Counting tap cells, the placed design contains a total of 177 instances. The timing-limited maximum frequency is 852 MHz. The report shows a maximum critical-path fanout of 1. The cell family contributing the most delay on the critical path is buffers and inverters. Measured along the y axis, the die boundary spans 80 um. The arrival time of data at the critical path endpoint is 0.97 ns. The power density over the cells came out at 390 mW/mm^2. The leakage power is 0.887 nW. STA classifies the critical path endpoint as an output pin. Per the cell usage report, the commonest logic cell in the layout is sky130_fd_sc_hd__dlygate4sd2_1. The post-cts hold buffer count came out at 0. The top-level port count is 97.

The final weighted congestion in routability-driven placement is 0.758. The number of cells on the worst hold path is listed as 3. The global-route wire length before repair came out at 4000 um.

The max-slew violation total from the final report came out at 0. The terminating pin of the worst hold path is c[18]. At the worst endpoint, the required time is 0.80 ns.

The overall power consumption is 0.619 mW. Leaving out fill and tap cells, the most frequent cells in the layout are sky130_fd_sc_hd__dlygate4sd2_1, sky130_fd_sc_hd__mux2_4, sky130_fd_sc_hd__buf_6. The checks that failed: negative setup slack. Of the total power, the clock network draws 0%. The summed instance area of the synthesized netlist came out at 544 um^2. The flow ran to the end, but the final reports show violations. The type recorded for the worst min-delay path is in2out. The internal power of the cells totals 0.487 mW. The DRC violations left came out at 0. The worst hold path begins at b[18].

The die width is 80 um. The HPWL after detailed placement is 2400 um. The timing report shows that the slowest cell on the worst path is sky130_fd_sc_hd__clkdlybuf4s50_1.

The area growth from synthesis to layout is 191%. The number of antenna violations at the first check in global routing was 0. The number of failing setup endpoints in the final timing report is 32. Along the critical path, the tally of buffer and inverter instances is 2.

The floorplan has 21 rows. In the synthesis report, Yosys lists the chip area as 544 um^2. The total global routing track utilization is 7.64%. The tool warning count for the run is 34. The first routing iteration left 3 violations. The measured slew at the worst slew-check pin is 0.111 ns.

The critical path's largest stage delay came out at 0.40 ns. For this run, global-route usage on met3 was measured as 3.18%. The yosys cell count is 36. The via count of the first global-routing pass was 751. The region available for standard cell placement spans 0.00342 mm^2. The met2 routing resource usage after global routing is 13.6%. By startpoint and endpoint, the worst setup path is classified as in2out. The largest net degree at the start of global routing came out at 11.

Listed in order, past its start point the critical path passes clkdlybuf4s50_1, mux2_4, buf_6. The effective utilization at floorplan came out at 15.9%. The final critical path takes up 117% of the cycle. The layer with the highest usage after global routing is met2. After layout, the minimum clock period comes to 1.17 ns. Sequential cells were found to cover 0% of the synthesized design area. The number of buffer cells added on primary ports came out at 97. Across all checked pins, the minimum headroom to the slew limit is 92.6%. The tally of max-capacitance violations is 0. The hold violation total from the final report came out at 0.

Setup repair after global routing could not meet its margin everywhere. The layout report lists the combined flip-flop and latch area as 0 um^2. The antenna cell count is 0. The count of distinct cell types in the synthesized netlist is 4.

The final worst setup slack came out at -0.173 ns. The power dissipated by switching net loads came out at 0.132 mW. For this run, the detailed router reports a per-instance via density of 3.77. The average wire per cell in the routed design is 14.9 um. The number of clock buffers in the layout came out at 0. The highest ir drop seen on vdd is 0.161 mV. In the post-route report, total wirelength is listed as 2720 um. The area of the die came out at 0.00640 mm^2. STA classifies the critical path startpoint as an input port. The mean cell area of the mapped netlist came out at 15.1 um^2.

The part of the power in combinational logic is 100.0%. The share of cells above drive strength 1 is 53.3%. The layout sequential cell count is 0. The sequential group share of total power is 0%. The sum of overflow across all layers after global routing came out at 0. The final core area utilization came out at 46.4%. Summing over every cut layer, the via total after detailed routing is 690.

The cell count after synthesis came out at 36. The warning tally printed by Yosys for this design is 1. The number of detailed-routing iterations run before antenna repair came out at 2.
-- cells in the mapped netlist, drive strengths merged --
| cell type | instances | area share, % |
|---|---|---|
| buf | 4 | 13 |
| mux2 | 32 | 87 |
-- cell type report --
cell class | instances | area (um^2)
multi-input combinational | 32 | 480
fill | 345 | 1830
timing repair buffer | 105 | 1050
tap | 46 | 57.6
-- worst min-delay path, stage by stage --
cell	delay [ns]
sky130_fd_sc_hd__dlymetal6s2s_1	0.08
sky130_fd_sc_hd__mux2_4	0.13
sky130_fd_sc_hd__buf_2	0.08
-- worst max path at each step --
stage,start,to,slack (ns),cells past startpoint
CTS,switch,c[12],-0.17,5
global route,switch,c[14],-0.20,5
finish,a[27],c[27],-0.17,3
-- timing repair --
| action | in CTS | in global routing |
|---|---|---|
| setup buffers | 5 | 0 |
| endpoints found under the setup margin | 32 | 32 |
| cloned | 1 | 0 |
| pin swaps | 0 | 0 |
| gates resized | 170 | 15 |
-- through the flow --
stage / TNS (ns) / cell area, um^2 / hold WS, ns / worst slack (ns)
global route: -4.37 / 1590 / 0.713 / -0.196
CTS: -3.97 / 1520 / 0.801 / -0.174
detailed placement: -15.35 / 1520 / 1.36 / -0.499
floorplan: 0 / 544 / 0.498 / 0.0669
global placement: -15.30 / 1520 / 1.35 / -0.497
finish: -3.69 / 1590 / 0.692 / -0.173
-- power groups by stage --
stage	sequential [mW]	combinational (mW)	clock, mW
CTS	0	0.608	0
finish	0	0.619	0
global route	0	0.664	0
-- metal layers --
layer  vias to the layer above  share of wire, %
met2                        51                50
met4                         0                 0
met1                       300                37
li1                        339                 -
met5                         -                 0
met3                         0                13
-- cell families (layout without fill, tap and decap cells) --
| logic type | after synthesis | count (layout) | synth area share [%] |
|---|---|---|---|
| buffers and inverters | 4 | 105 | 13.1 |
| muxes | 32 | 32 | 86.9 |
No activity file was given, so power comes from the tool's default toggle rates.
